==> design/flow/design.v <==
module STI_DAC(clk ,reset, load, pi_data, pi_length, pi_fill, pi_msb, pi_low, pi_end,
	       so_data, so_valid,
	       oem_finish, oem_dataout, oem_addr,
	       odd1_wr, odd2_wr, odd3_wr, odd4_wr, even1_wr, even2_wr, even3_wr, even4_wr);
input		clk, reset;
input		load, pi_msb, pi_low, pi_end; 
input	[15:0]	pi_data;
input	[1:0]	pi_length;
input		pi_fill;
output		so_data, so_valid;
output  oem_finish, odd1_wr, odd2_wr, odd3_wr, odd4_wr, even1_wr, even2_wr, even3_wr, even4_wr;
output [4:0] oem_addr;
output [7:0] oem_dataout;
wire so_data;
reg	so_valid;
reg  oem_finish, odd1_wr, odd2_wr, odd3_wr, odd4_wr, even1_wr, even2_wr, even3_wr, even4_wr;
reg [4:0] oem_addr;
reg [7:0] oem_dataout;
reg [31:0] data_buf;
reg [ 4:0] data_buf_i;
reg [ 4:0] serial_cnt;
reg [1:0]st;
assign so_data = data_buf[data_buf_i];
wire remain;
assign remain = pi_end && st == 2'd3;
always@(posedge clk or posedge reset)begin
	if(reset)
		st <= 2'd0;
	else begin
		case(st)
			2'd0: 
				if(load)
				st <= 2'd1;
			2'd1: 
				st <= 2'd2;
			2'd2: 
				if(serial_cnt == 5'd31 && pi_end)
				st <= 2'd3;
				else if(serial_cnt == 5'd31)
				st <= 2'd0;
			2'd3: 
				st <= st;
			default:
				st <= 2'd0;
		endcase
	end
end
always@(posedge clk or posedge reset)
begin
	if(reset) 
		so_valid <= 1'd0;
	else if(st == 2'd1) 
		so_valid <= 1'd1;
	else if(serial_cnt == 5'd31)
		so_valid <= 1'd0;
end
always@(*)begin
	case(pi_length)
	2'b00:
		data_buf[31:0] = (pi_low) ? {pi_data[15:8], 24'd0} : {pi_data[7:0], 24'd0};
	2'b01:
		data_buf[31:0] = {pi_data[15:0],16'd0};
	2'b10:
		data_buf[31:0] = (pi_fill) ? {pi_data[15:0], 16'd0} : {8'd0, pi_data[15:0], 8'd0};
	2'b11:
		data_buf[31:0] = (pi_fill) ? {pi_data[15:0], 16'd0} : {16'd0, pi_data[15:0]};
	default:
		data_buf = 32'd0;
	endcase
end
always@(posedge clk or posedge reset)begin
	if(reset)
		serial_cnt <= 5'd0;
	else if(load)begin
		case(pi_length)
			2'b00:
				serial_cnt <= 5'd24; 
			2'b01:
				serial_cnt <= 5'd16; 
			2'b10: 
				serial_cnt <= 5'd8; 
			2'b11: 
				serial_cnt <= 5'd0; 
		endcase
	end
	else if(st == 2'd2) 
		serial_cnt <= serial_cnt + 5'd1;
end
always@(posedge clk or posedge reset)
begin
	if(reset)
		data_buf_i <= 5'd0;
	else if(st == 2'd0)
	begin
		if(pi_msb) 
			data_buf_i <= 5'd31;
		else
		begin
			case(pi_length)
			2'b00: 
				data_buf_i <= 5'd24;
			2'b01: 
				data_buf_i <= 5'd16; 
			2'b10:
				data_buf_i <= 5'd8;
			2'b11:
				data_buf_i <= 5'd0;
			endcase
		end
	end
	else if(st == 2'd2)
	begin
		if(pi_msb) 
			data_buf_i <= data_buf_i - 5'd1;
		else 
			data_buf_i <= data_buf_i + 5'd1;
	end
end
reg [2:0]write;
always@(posedge clk or posedge reset)begin
	if(reset)
		write <= 1'd0;
	else if(write)
		write <= 1'd0;
	else if(st == 2'd2)begin
		case(serial_cnt)
			5'd0:
				write <= 3'd1;
			5'd8:
				write <= 3'd2;
			5'd16:
				write <= 3'd3;
			5'd24:
				write <= 3'd4;
			default:
				write <= 3'd0;
		endcase
	end
end
wire [2:0]four_sub_write;
assign four_sub_write = pi_length + write;
integer i;
always@(posedge clk or posedge reset)begin
	if(reset)
		oem_dataout <= 8'd0;
	else if(remain)
		oem_dataout <= 8'd0;
	else if(pi_msb)begin
		case(four_sub_write)
			3'd4:
				oem_dataout <= data_buf[31:24];
			3'd5:
				oem_dataout <= data_buf[23:16];
			3'd6:
				oem_dataout <= data_buf[15: 8];
			3'd7:
				oem_dataout <= data_buf[ 7: 0];
		endcase
	end
	else if(~pi_msb)begin
		case(write)
			3'd1:
			begin
				for(i=0 ; i <8 ;i=i+1)
					oem_dataout[i] <= data_buf[7-i];
			end
			3'd2:
			begin
				for(i=0 ; i <8 ;i=i+1)
					oem_dataout[i] <= data_buf[15-i];
			end
			3'd3: 
			begin
				for(i=0 ; i <8 ;i=i+1)
					oem_dataout[i] <= data_buf[23-i];
			end
			3'd4:
			begin
				for(i=0 ; i <8 ;i=i+1)
					oem_dataout[i] <= data_buf[31-i];
			end
		endcase
	end
end
reg [7:0] m_addr;
always@(posedge clk or posedge reset)begin
	if(reset)
		m_addr <= 8'd255;
	else if(write)
		m_addr <= m_addr +1;
	else if(remain)
		m_addr <= m_addr +1;
end
reg two_row;
reg sw;
always@(posedge clk or posedge reset)begin  
	if(reset)
		sw <= 1'b1;
	else if(write && m_addr[2:0]==3'b111)
		sw <= sw;
	else if(write)
		sw <= ~sw;
end
reg [1:0] memory_num;
always@(posedge clk or posedge reset)begin
	if(reset)
		memory_num <= 2'd0;
	else begin
		case(m_addr)
			8'd255:
				memory_num <= 2'd0;
			8'd63:
				memory_num <= 2'd1;
			8'd127:
				memory_num <= 2'd2;
			8'd191:
				memory_num <= 2'd3;
		endcase	
	end	
end
reg wr;
always@(posedge clk or posedge reset)begin
	if(reset)
		oem_addr <= 5'd31;
	else if(m_addr[0] && write)
		oem_addr <= oem_addr +1;
	else if(remain && m_addr[0])
		oem_addr <= oem_addr +1;
end
always@(posedge clk or posedge reset)begin
	if(reset)
		wr <= 1'b0;
	else if(wr)
		wr <= 1'b0;
	else if(write)
		wr <= 1'b1;
end
always@(posedge clk or posedge reset)begin
	if(reset)
		odd1_wr <= 1'b0;
	else if(odd1_wr)
		odd1_wr <= 1'b0;
	else if(wr && memory_num==0 && sw)
		odd1_wr <= 1'b1;
	else
		odd1_wr <= 1'b0;
end
always@(posedge clk or posedge reset)begin
	if(reset)
		odd2_wr <= 1'b0;
	else if(odd2_wr)
		odd2_wr <= 1'b0;
	else if(wr && memory_num==1 && sw)
		odd2_wr <= 1'b1;
	else
		odd2_wr <= 1'b0;
end
always@(posedge clk or posedge reset)begin
	if(reset)
		odd3_wr <= 1'b0;
	else if(odd3_wr)
		odd3_wr <= 1'b0;
	else if(wr && memory_num==2 && sw)
		odd3_wr <= 1'b1;
	else
		odd3_wr <= 1'b0;
end
always@(posedge clk or posedge reset)begin
	if(reset)
		odd4_wr <= 1'b0;
	else if(odd4_wr)
		odd4_wr <= 1'b0;	
	else if(wr && memory_num==3 && sw)
		odd4_wr <= 1'b1;
	else if(remain)
		odd4_wr <= 1'b1;
	else
		odd4_wr <= 1'b0;
end
always@(posedge clk or posedge reset)begin
	if(reset)
		even1_wr <= 1'b0;
	else if(even1_wr)
		even1_wr <= 1'b0;
	else if(wr && memory_num==0 && ~sw)
		even1_wr <= 1'b1;
	else
		even1_wr <= 1'b0;
end
always@(posedge clk or posedge reset)begin
	if(reset)
		even2_wr <= 1'b0;
	else if(even2_wr)
		even2_wr <= 1'b0;
	else if(wr && memory_num==1 && ~sw)
		even2_wr <= 1'b1;
	else
		even2_wr <= 1'b0;
end
always@(posedge clk or posedge reset)begin
	if(reset)
		even3_wr <= 1'b0;
	else if(even3_wr)
		even3_wr <= 1'b0;
	else if(wr && memory_num==2 && ~sw)
		even3_wr <= 1'b1;
	else
		even3_wr <= 1'b0;	
end
always@(posedge clk or posedge reset)begin
	if(reset)
		even4_wr <= 1'b0;
	else if(even4_wr)
		even4_wr <= 1'b0;
	else if(wr && memory_num==3 && ~sw)
		even4_wr <= 1'b1;
	else if(remain)
		even4_wr <= 1'b1;
	else
		even4_wr <= 1'b0;
end
always@(posedge clk or posedge reset)begin
	if(reset)
		oem_finish <= 1'b0;
	else if(remain && m_addr == 8'd255)
		oem_finish <= 1'b1;
end
endmodule
==> design/flow/run.sh <==
#!/bin/bash
# OpenROAD 26Q1-2900-gdf79404cd8, Yosys 0.63+post, stock flow scripts
make -C /OpenROAD-flow-scripts/flow DESIGN_CONFIG=/design/flow/config.mk WORK_HOME=/design/flow/orfs finish
==> design/flow/config.mk <==
export PLATFORM = sky130hd
export DESIGN_NAME = STI_DAC
export DESIGN_NICKNAME = STI_DAC
export VERILOG_FILES = /design/flow/design.v
export SDC_FILE = /design/flow/constraint.sdc
export NUM_CORES = 4
export LEC_CHECK = 1
export CORE_UTILIZATION = 30
==> design/flow/constraint.sdc <==
current_design STI_DAC

set clk_period 5.9
set clk_io_pct 0.2

create_clock -name clk0 -period $clk_period [get_ports {clk}]

set non_clock_inputs [all_inputs -no_clocks]
set_input_delay [expr $clk_period * $clk_io_pct] -clock clk0 $non_clock_inputs
set_output_delay [expr $clk_period * $clk_io_pct] -clock clk0 [all_outputs]
==> impl_metrics.py <==
# Metrics from the implementation run
metrics = {
    "pwr": {
        "clockPowerShare": 0.191,
        "p_leak_uw": 0.00187,
        "switching_share": 0.359,
        "p_seq_frac": 0.390,
        "power.total_uw": 1710,
        "p_sw_uw": 615,
        "power.density_nw_per_um2": 357,
        "p_int_uw": 1100,
        "comb_power_share": 0.420,
        "ir_drop_mv": 0.234,
    },
    "clock_network": {
        "cts_tree": "done",
        "cts_hold_buffers": 0,
        "post_cts_resize_count": 0,
        "cts.path.max_buffers": 2,
        "cts_buffers": 5,
        "cts_root_buffer": "clkbuf_16",
        "clock-sinks": 54,
        "insertion_delay_ns": 0.29,
        "cts_setup_buffers": 0,
        "cts_htree_levels": 2,
        "path_clk_slew_ns": 0.06,
    },
    "die": {
        "pin_count": 49,
        "die_h_um": 117,
        "dieArea_sq_um": 13700,
        "core_sq_um": 12800,
        "fp_util": 0.312,
        "rows": 41,
        "fp.dieW_um": 117,
    },
    "detailed_routing": {
        "drt_iter0_markers": 404,
        "num_antenna_cells": 0,
        "wl_per_cell_um": 17.8,
        "detail-route-antenna-nets": 0,
        "drt_drc_violations_left": 0,
        "wirelength_mm": 11.8,
        "avgViaCountPerCell": 5.57,
        "drtPass1Iterations": 5,
        "vias": 3675,
    },
    "sta": {
        "slew_headroom": 0.430,
        "worst_slew_pin_slew_ns": 0.849,
        "finalSetupViolCount": 0,
        "rsz0062_at_grt": "no",
        "period_used_share": 0.909,
        "tns_ns": 0,
        "slew_viol_final": 0,
        "hold_viol": 0,
        "clock_skew_ns": 0.00793,
        "max_freq_ghz": 0.186,
        "period_needed_ns": 5.36,
    },
    "setup_path": {
        "cp_cell_sequence": "clkdlybuf4s50_1 -> buf_4 -> or3b_1 -> a31oi_1 -> a2bb2oi_1 -> o311ai_1 -> a2111oi_0 -> o32a_1 -> clkdlybuf4s50_1",
        "critPathLaunchType": "primary input",
        "crit_path_max_fanout": 18,
        "cpMostUsedCell": "clkdlybuf4s50_1",
        "cpPeakStageDelay_ns": 0.50,
        "crit_required_ns": 4.72,
        "ff2ff_path_depth": 9,
        "critPathCaptureType": "output pin",
        "crit_type": "in2out",
        "critPathArrivalTime_ns": 4.18,
        "regToRegSetupSlack_ns": 3.16,
        "slowest_stage": "clkdlybuf4s50_1",
    },
    "place": {
        "post-dp-hpwl_mm": 8.78,
        "routabilityCongestion": 0.928,
        "portBuffers": 48,
        "placed_cell_area_sq_um": 4630,
        "dp_cells": 652,
    },
    "logic_synthesis": {
        "async_flop_share": 1.00,
        "yosys_area_sq_um": 3980,
        "top_cell": "nand2_1",
        "synth_flop_count": 54,
        "synth_area_sq_um": 3980,
        "syn_inst": 449,
        "netlist-cell-type-count": 66,
        "yosys-top-cells-area": "dfrtp_1 24%, dfstp_2 11%, nand2_1 4.1%",
        "edf_count": 0,
        "yosysTopAreaCellShare": 0.239,
        "avgSynthCellArea_sq_um": 8.87,
        "top_area_cell": "dfrtp_1",
        "yosys_warnings": 1,
        "seq_area_frac_synth": 0.344,
        "yosys-stat-cells": 449,
        "synthFlopType": "dfrtp_1",
        "top_cells_by_count": "44 x nand2_1, 38 x dfrtp_1, 33 x nor2_1, 31 x a21oi_1, 20 x o21ai_0",
    },
    "final_layout": {
        "fin_util": 0.376,
        "n_fill_cell": 1231,
        "final_layout_size_suffix_gt1_frac": 0.123,
        "area.growth.synth_to_final_pct": 20.5,
        "comb_area_sq_um": 2400,
        "final_area_sq_um": 4800,
        "instances_no_fill": 660,
        "seqCellArea_sq_um": 1370,
    },
    "global_routing": {
        "grt_pass1_vias": 3597,
        "grt_pass1_wl_mm": 19.0,
        "grt_max_degree": 32,
        "overflow": 0,
        "track_usage": 0.184,
        "antenna_found_initial": 0,
    },
    "worst_hold_path": {
        "hold_path_depth": 1,
        "hp-class": "reg2reg",
    },
    "run": {
        "cap_violations": 0,
        "warnings": 26,
    },
    "status": {
        "outcome": "complete, no violations",
    },
}
-- final cells by class --
type / count / share of cell area
Inverter: 17 / 0.0133
Multi-Input combinational cell: 347 / 0.500
Timing Repair Buffer: 62 / 0.122
Clock inverter: 2 / 0.00782
Tap cell: 172 / 0.0448
Clock buffer: 6 / 0.0268
Sequential cell: 54 / 0.286
-- kinds of logic (layout without fill, tap and decap cells) --
group,count (synthesis),count (layout),synth area share
AND-OR/OR-AND,121,121,0.214
XOR/XNOR,23,23,0.0506
adder cells (fa/ha/maj),12,12,0.0415
buffers and inverters,48,87,0.0537
flip-flops,54,54,0.344
multiplexers,21,21,0.0694
AND/OR/NAND/NOR,170,170,0.227
-- metal layers --
metal / up-vias / track usage / part of all wire
met5: - / 0 / 0
met4: 0 / 0.0574 / 0.036
met3: 31 / 0.0262 / 0.078
met2: 156 / 0.271 / 0.42
met1: 1755 / 0.284 / 0.46
li1: 1733 / - / -
-- through the flow --
stage	setup slack, ns	hold slack [ns]
global placement	0.439	0.417
detailed placement	0.533	0.421
floorplan	1.92	0.375
global route	0.354	0.443
finish	0.536	0.429
CTS	0.528	0.431
-- cell usage in the layout, fill, tap and decap left out, drive strengths merged, types with 5 or more instances in the layout --
cell type / instances
nor2: 33
clkdlybuf4s50: 48
nor3: 10
mux2i: 7
xor2: 8
a22oi: 5
nand3: 13
ha: 10
a21oi: 31
dfstp: 16
a31oi: 6
buf: 14
nor3b: 12
clkbuf: 6
inv: 17
and3: 7
or3b: 5
nand4: 7
nand2: 44
dfrtp: 38
a211oi: 10
xnor2: 15
o21ai: 20
a221oi: 9
nand2b: 5
and2: 8
nor4b: 5
mux2: 10
nor2b: 10
-- flip-flops by register name, summed over array words and instances (netlist names) --
| name | flops |
|---|---|
| st | 4 |
| odd1_wr | 1 |
| so_valid | 1 |
| oem_addr | 5 |
| sw | 1 |
| odd2_wr | 1 |
| serial_cnt | 5 |
| even4_wr | 1 |
| even3_wr | 1 |
| odd4_wr | 1 |
| even1_wr | 1 |
| even2_wr | 1 |
| data_buf_i | 5 |
| oem_dataout | 8 |
| m_addr | 8 |
| memory_num | 4 |
| wr | 1 |
| write | 3 |
| odd3_wr | 1 |
| oem_finish | 1 |
-- worst paths after layout --
path                                  end      from
min reg2reg                       odd4_wr   odd4_wr
min in group asynchronous   serial_cnt[0]     reset
min                               odd4_wr   odd4_wr
max reg2reg                oem_dataout[6]  write[0]
max in group asynchronous   memory_num[0]     reset
max                               so_data   pi_fill
-- critical path, delay by kind of cell --
kind                   cells  cell delay (ns)
AOI/OAI and AO/OA          5             1.44
buffers and inverters      3             1.20
and+or+nand+nor            1             0.35
-- power by group through the flow --
stage / Combinational, uW / Clock (uW) / Sequential [uW]
4_1_cts: 721 / 333 / 669
5_1_grt: 801 / 353 / 694
6_report: 720 / 327 / 668
Power figures rest on the tool's default switching activity, not on a simulated workload.
